==> /design/flow/design.v <==
module aludec(input logic opb5,
    input logic [2:0] funct3,
    input logic funct7b5,
    input logic [1:0] ALUOp,
    output logic [2:0] ALUControl
);
    logic RtypeSub;
    assign RtypeSub = funct7b5 & opb5;  
    always_comb
    case(ALUOp)
    2'b00: ALUControl = 3'b000;  
    2'b01: ALUControl = 3'b001;  
    default: case(funct3)  
    3'b000: if (RtypeSub)
    ALUControl = 3'b001;  
    else ALUControl = 3'b000;  
    3'b010: ALUControl = 3'b101;  
    3'b110: ALUControl = 3'b011;  
    3'b111: ALUControl = 3'b010;  
    default: ALUControl = 3'bxxx;  
    endcase
    endcase
endmodule
module controller(input logic [6:0] op,
    input logic [2:0] funct3,
    input logic funct7b5,
    input logic Zero,
    output logic [1:0] ResultSrc,
    output logic MemWrite,
    output logic PCSrc, ALUSrc,
    output logic RegWrite, Jump,
    output logic [1:0] ImmSrc,
    output logic [2:0] ALUControl
);
    logic [1:0] ALUOp;
    logic Branch;
    maindec md(op, ResultSrc, MemWrite, Branch, ALUSrc, RegWrite, Jump, ImmSrc, ALUOp);
    aludec ad(op[5], funct3, funct7b5, ALUOp, ALUControl);
    assign PCSrc = Branch & Zero | Jump;
endmodule
module maindec(input logic [6:0] op,
    output logic [1:0] ResultSrc,
    output logic MemWrite,
    output logic Branch, ALUSrc,
    output logic RegWrite, Jump,
    output logic [1:0] ImmSrc,
    output logic [1:0] ALUOp
);
    logic [10:0] controls;
    assign {RegWrite, ImmSrc, ALUSrc, MemWrite, ResultSrc, Branch, ALUOp, Jump} = controls;
    always_comb begin
        case(op)
            7'b0000011: controls = 11'b1_00_1_0_01_0_00_0;  
            7'b0100011: controls = 11'b0_01_1_1_00_0_00_0;  
            7'b0110011: controls = 11'b1_xx_0_0_00_0_10_0;  
            7'b1100011: controls = 11'b0_10_0_0_00_1_01_0;  
            7'b0010011: controls = 11'b1_00_1_0_00_0_10_0;  
            7'b1101111: controls = 11'b1_11_0_0_10_0_00_1;  
            default: controls = 11'bx_xx_x_x_xx_x_xx_x;  
        endcase
    end
endmodule
==> /design/flow/run.sh <==
#!/bin/bash
# OpenROAD 26Q1-2900-gdf79404cd8, Yosys 0.63+post, stock flow scripts
make -C /OpenROAD-flow-scripts/flow DESIGN_CONFIG=/design/flow/config.mk WORK_HOME=/design/flow/orfs finish
==> /design/flow/config.mk <==
export PLATFORM = sky130hd
export DESIGN_NAME = controller
export DESIGN_NICKNAME = controller
export VERILOG_FILES = /design/flow/design.v
export SDC_FILE = /design/flow/constraint.sdc
export NUM_CORES = 4
export LEC_CHECK = 1
export CORE_AREA = 10 10 70 70
export DIE_AREA = 0 0 80 80
==> /design/flow/constraint.sdc <==
current_design controller

set clk_period 2.9
set clk_io_pct 0.2

create_clock -name clk0 -period $clk_period

set non_clock_inputs [all_inputs -no_clocks]
set_input_delay [expr $clk_period * $clk_io_pct] -clock clk0 $non_clock_inputs
set_output_delay [expr $clk_period * $clk_io_pct] -clock clk0 [all_outputs]
==> reports/metrics.yaml <==
min_to: "PCSrc"
wl_per_cell_um: 10.0
max_freq_ghz: 0.360
fin_crit_sh_pct: 95.7
crit_required_ns: 2.32
dr.pass1.iters: 4
hold_viol: 0
antenna_cells: 0
grt_overflow: 0
grt_pass1_vias: 336
min_from: "Zero"
power_frac_clock_pct: 0
topCellsByArea: "a21oi_1 (7.7%), nand3_1 (7.7%), nor2_1 (7.7%)"
finalWeightedCongestion: 0.690
grt_setup_unrepaired: "no"
die_x_um: 80
postSynthSeqShare_pct: 0
syn_inst: 34
dr.first_iter.drc_count: 12
leakagePower_nw: 0.151
crit_fanout: 4
simple_gate_area_share_pct: 64.7
post_cts_buffers: 0
critPathKind: "in -> out"
setup_viol: 0
drv_slew: 0
routed_wl_um: 1020
row_count: 21
post_cts_resized: 0
ant_nets: 0
fp-utilization_pct: 5.71
synth_area_leader_cell: "a21oi_1"
switching_share_pct: 38.2
clockBufferCount: 0
powerDensity_nw_per_um2: 81.4
grt.total_usage_pct: 3.19
finalPower_mw: 0.0391
status: "finished clean"
ir_drop_mv: 0.0394
placedCellCount: 102
core_area_um2: 3420
vias: 311
antenna_found_initial: 0
holdBufCountCts: 0
cp-end-kind: "primary output"
hpwl_um: 928
io_pins: 24
start_kind: "primary input"
flop_area_um2: 0
fin_cells: 102
die-area_um2: 6400
yosys_warnings: 2
warning_count: 32
finalSetupTns_ns: 0
top_cell: "nor2_1"
pwr-share-comb_pct: 100.0
die_h_um: 80
aoi_share_pct: 22.4
drive_gt1_share_pct: 5.36
ys_area_um2: 195
mux_share_pct: 0
fin_area_um2: 480
yosysUniqueCellTypes: 21
worstMarginPinSlew_ns: 0.278
p_seq_share_pct: 0
dpl_cell_area_um2: 480
drc_errors: 0
area_delta_synth_final_pct: 146
syn_avg_cell_area_um2: 5.74
logic_family: "simple AND/OR/NAND/NOR gates"
holdWs_ns: 2.08
vias_per_cell: 3.05
switching_power_mw: 0.0149
synth.top_cell.area_share_pct: 7.69
synth-adder-area-share_pct: 0
whs_path_depth: 4
xor_share_pct: 4.49
fin_crit_ns: 2.78
io_buffers: 24
max_slew_margin_pct: 81.4
maxCapViolCount: 0
grt_max_degree: 9
common_cells: "nor2_1 (4), a21oi_1 (3), nand2_1 (3), nand3_1 (3)"
ys_cells: 34
intPower_mw: 0.0242
syn_area_um2: 195
min_path_type: "in -> out"
worstPathArrival_ns: 2.20
seq_cells: 0
grt_pass1_wl_um: 1680
-- layer usage --
layer / up-vias / track usage [%] / part of all wire (%)
li1: 164 / - / -
met5: - / 0 / 0
met1: 123 / 4.75 / 52
met3: 0 / 1.93 / 20
met4: 0 / 0 / 0
met2: 24 / 3.93 / 28
-- cells by family after synthesis --
logic type | after synthesis
and+or+nand+nor | 22
xor gates and xnor gates | 1
AOI/OAI and AO/OA | 8
buffers and inverters | 3
-- cell usage in the layout (no fill, tap or decap), drive strengths merged --
master	netlist	final
nand4	1	1
nand3	3	3
or2b	2	2
a31oi	1	1
inv	1	1
a21oi	3	3
and2	1	1
clkdlybuf4s50	0	24
nor2b	2	2
or2	1	1
nor3b	1	1
nand2b	1	1
o22ai	2	2
o21ai	2	2
nand4b	1	1
nor2	5	5
nand2	3	3
xnor2	1	1
and3	1	1
-- worst max-delay path, cell delays in order --
cell	delay, ns
clkdlybuf4s50_1	0.48
nor2_2	0.22
nand4_1	0.19
nor3b_1	0.23
clkdlybuf4s50_1	0.50
-- layout make-up --
cell class / instances / area, um^2
multi-input cells: 31 / 179
well taps: 46 / 57.6
inverters: 1 / 3.75
repair buffers: 24 / 240
fillers: 404 / 2940
-- power groups by stage --
stage / clock [mW] / sequential (mW) / combinational [mW]
final: 0 / 0 / 0.0391
after global routing: 0 / 0 / 0.0437
after CTS: 0 / 0 / 0.0391
-- worst max-delay path by stage --
stage	startpoint	to	slack, ns	cells after the start
4_1_cts	op[3]	ALUControl[2]	0.15	5
5_1_grt	op[3]	ALUControl[2]	0.01	5
6_report	op[3]	ALUControl[2]	0.12	5
-- per-stage QoR --
| stage | util [%] | worst slack, ns |
|---|---|---|
| 2_1_floorplan | - | 1.21 |
| 3_3_place_gp | 14.1 | 0.197 |
| 3_5_place_dp | 14.1 | 0.170 |
| 4_1_cts | 14.1 | 0.145 |
| 5_1_grt | 14.1 | 0.0137 |
| 6_report | 14.1 | 0.124 |
Power is estimated from default activity; no workload was simulated.
