`./config.mk`:
```
export PLATFORM = sky130hd
export DESIGN_NAME = adder
export DESIGN_NICKNAME = adder
export VERILOG_FILES = /design/flow/design.v
export SDC_FILE = /design/flow/constraint.sdc
export NUM_CORES = 4
export LEC_CHECK = 1
export CORE_AREA = 10 10 107 107
export DIE_AREA = 0 0 117 117
```
`./constraint.sdc`:
```
current_design adder

set clk_period 18.1
set clk_io_pct 0.2

create_clock -name clk0 -period $clk_period

set non_clock_inputs [all_inputs -no_clocks]
set_input_delay [expr $clk_period * $clk_io_pct] -clock clk0 $non_clock_inputs
set_output_delay [expr $clk_period * $clk_io_pct] -clock clk0 [all_outputs]
```
`./design.v`:
```
module adder (
    input logic [31:0] a, b,
    output logic [31:0] sum
);
    always_comb begin
        sum = a + b;  
    end
endmodule
```
`./run.sh`:
```
#!/bin/bash
# OpenROAD 26Q1-2900-gdf79404cd8, Yosys 0.63+post, stock flow scripts
make -C /OpenROAD-flow-scripts/flow DESIGN_CONFIG=/design/flow/config.mk WORK_HOME=/design/flow/orfs finish
```
==> run summary <==
Physical implementation

Looking at area per cell type in the netlist, the leader is sky130_fd_sc_hd__ha_1. The footprint of the flip-flops and latches is 0 µm². Setup repair after global routing left no endpoint under its margin. Ranked by total cell area, the synthesized netlist is headed by sky130_fd_sc_hd__ha_1, sky130_fd_sc_hd__a21oi_1, sky130_fd_sc_hd__a21o_1, sky130_fd_sc_hd__xor2_1, sky130_fd_sc_hd__xnor2_1.

Entering global routing, the biggest net connects 11 pins. The net switching power is between 40 and 50 µW. The clock period could shrink to about 10 ns. The remaining global-route overflow is 0. The fraction of layout instances using a drive strength above 1 is 0.0307. The number of gates given a new drive strength after cts is 0.

The number of buffers and inverters on the critical path is 2. The commonest cells after synthesis are sky130_fd_sc_hd__ha_1, sky130_fd_sc_hd__a21oi_1, sky130_fd_sc_hd__a21o_1. TritonRoute reported its final design rule violation total as 0. Of the synthesized area, sequential elements account for 0. The number of antenna violations at the first check in global routing is 0. The kind of capture point of the worst setup path is a primary output.

The final antenna diode tally reported by the flow is 0. Along the worst path, the maximum fanout reaches 4. For the worst setup path, the data required time is ~14 ns.

The layout has 0 clock buffers. The net switching fraction of the power is 0.407. The cell seen most often among critical-path stages is sky130_fd_sc_hd__clkdlybuf4s50_1. The final standard cell utilization of the core is 0.304. The critical path's slowest cell is sky130_fd_sc_hd__clkdlybuf4s50_1.

The number of stages on the worst hold path is 3. The via count of the first global-routing pass is ~2100. Traced cell by cell, the critical path runs through clkdlybuf4s50_1 -> ha_1 -> fa_1 -> a21o_1 -> a31o_2 -> nand3_1 -> o221ai_1 -> a311oi_1 -> o21bai_1 -> xor2_1 -> clkdlybuf4s50_1. In the final report, the number of hold violations comes to 0. The number of design-rule violations left by the first detailed-router iteration is 83. Per the detailed-route log, wirelength across all metal layers totals around 6400 µm. The overall track demand over capacity in global routing is 0.0895. The delay of the slowest cell on the worst path is roughly 0.50 ns. The average wire per cell in the routed design is between 10 and 15 µm. There are 0 flip-flops and latches.

The report lists the power per cell area as 38.8 mW/mm². The area growth from synthesis to layout is 60.5%. The proportion of power drawn by combinational gates is 1.000. Based on the critical path, the design can be clocked at up to roughly 100 MHz. Per the OpenROAD floorplan log, the width of the die is around 120 µm. The number of library cell types mapped by synthesis is 50.

The number of buffers inserted by hold repair at cts is 0. The area fraction of the largest cell type after synthesis is 0.222. The max-cap violation count is 0. In the post-synthesis netlist, the cell with the most instances is sky130_fd_sc_hd__ha_1. The stat command in Yosys gives a chip area of 0.00174 mm². about 96 I/O pins were placed. The cell count after synthesis is around 240. The transition time at the pin with the least slew margin is about 0.56 ns. STA puts the critical path data arrival time at around 6.6 ns. The count of nets left with antenna violations after detail routing is 0. In this run the worst hold path is classified as in2out. The kind of cell adding the most delay to the critical path is AND-OR/OR-AND gates. The number of placement rows is 35. The number of warnings in the stage logs is 32.

The leakage power figure is around 1.2 nW. The setup-violating endpoint count in the final report is 0. The setup TNS is 0 ns. The cell area that synthesis handed to floorplanning was approximately 0.0017 mm². The clock network power share is 0.

The maximum ir drop on the vdd rail is 0.0152 mV. The total via count after detailed routing is 2120. The normalized max-slew margin is 0.616. The internal portion of the total power is 64.5 µW. The wire-length estimate of the detail-placed layout is between 5000 and 6000 µm. The floorplan die height is roughly 120 µm. Per the OpenROAD floorplan log, the area of the core is between 0.009 and 0.01 mm². The floorplan step records an initial core utilization of 0.190. STA classifies the critical path startpoint as an input port. The power share of the sequential group is 0. The flow ran to the end, and the final reports show no timing, DRC or antenna violations. The first global-routing pass estimated 10200 µm of wire. The number of setup buffers added after CTS is 0.

The number of cells on the critical path is 11. The chip area is approximately 0.014 mm². The synthesized netlist was found by Yosys to have approximately 240 cells.

The count of input and output buffers is roughly 96. The final weighted congestion in routability-driven placement is ~0.83. The yosys warning tally is 1. The number of vias per cell is between 4 and 5. The number of detailed-routing iterations run before antenna repair is 6.

The number of slew-limit violations in the final report is 0. In the finished design, the share of the clock period the worst path needs comes to 0.565. The category of the most critical setup path is in2out. The synthesized area per cell is around 7.2 µm².
cells in the final DEF, fill, tap and decap left out, types with 2 or more instances in the layout:
| cell type | synthesis | layout |
|---|---|---|
| sky130_fd_sc_hd__clkdlybuf4s50_1 | 0 | 96 |
| sky130_fd_sc_hd__ha_1 | 31 | 31 |
| sky130_fd_sc_hd__a21oi_1 | 29 | 29 |
| sky130_fd_sc_hd__a21o_1 | 19 | 19 |
| sky130_fd_sc_hd__nand2_1 | 18 | 18 |
| sky130_fd_sc_hd__xor2_1 | 15 | 15 |
| sky130_fd_sc_hd__o21ai_0 | 13 | 13 |
| sky130_fd_sc_hd__xnor2_1 | 13 | 13 |
| sky130_fd_sc_hd__nor2_1 | 12 | 12 |
| sky130_fd_sc_hd__nand3_1 | 10 | 10 |
| sky130_fd_sc_hd__nand4_1 | 8 | 8 |
| sky130_fd_sc_hd__inv_1 | 6 | 6 |
| sky130_fd_sc_hd__o21bai_1 | 4 | 4 |
| sky130_fd_sc_hd__nor3_1 | 4 | 4 |
| sky130_fd_sc_hd__or2_2 | 3 | 3 |
| sky130_fd_sc_hd__a211oi_1 | 3 | 3 |
| sky130_fd_sc_hd__o211ai_1 | 3 | 3 |
| sky130_fd_sc_hd__a31oi_1 | 3 | 3 |
| sky130_fd_sc_hd__o21a_1 | 2 | 2 |
| sky130_fd_sc_hd__o221ai_1 | 2 | 2 |
| sky130_fd_sc_hd__nand2b_1 | 2 | 2 |
| sky130_fd_sc_hd__o311ai_1 | 2 | 2 |
| sky130_fd_sc_hd__mux2i_1 | 2 | 2 |
| sky130_fd_sc_hd__a311oi_1 | 2 | 2 |
power groups by stage:
stage | combinational, mW | sequential [mW] | clock, mW
final | 0.109 | 0 | 0
after global routing | 0.121 | 0 | 0
after CTS | 0.110 | 0 | 0
metal layers:
layer / vias up / global-route usage / wire length [µm]
met5: - / 0 / 0
met1: 963 / 0.114 / 2840
met2: 63 / 0.151 / 2880
li1: 1092 / - / -
met3: 2 / 0.0304 / 661
met4: 0 / 0.00247 / 14
path summary, 6_finish.rpt:
| check | start | end | slack (ns) |
|---|---|---|---|
| setup / recovery | a[0] | sum[26] | 7.87 |
| hold / removal | b[0] | sum[0] | 8.27 |
per-stage QoR:
| stage | instance area [µm²] | setup slack, ns | cells | total power, mW | hold WS, ns |
|---|---|---|---|---|---|
| floorplan | 1740 | 9.03 | 241 | 0.0513 | 7.31 |
| global placement | 2800 | 7.88 | 437 | 0.109 | 8.27 |
| detailed placement | 2800 | 7.87 | 437 | 0.109 | 8.28 |
| CTS | 2800 | 7.87 | 437 | 0.110 | 8.28 |
| global route | 2800 | 7.70 | 437 | 0.121 | 8.31 |
| finish | 2800 | 7.87 | 437 | 0.109 | 8.27 |
layout make-up:
| cell class | instances | area [µm²] |
|---|---|---|
| timing repair buffer | 96 | 961 |
| inverter | 6 | 22.5 |
| tap | 111 | 139 |
| fill | 985 | 6400 |
| multi-input combinational | 224 | 1680 |
cells by family (layout without fill, tap and decap cells):
kind of cell	count (synthesis)	count (layout)	share of synthesized area
mux	2	2	0.0115
simple gates	65	65	0.183
xor+xnor	28	28	0.141
fa+ha+maj	32	32	0.234
buf+inv	17	102	0.0380
compound gates	97	97	0.393
Power figures rest on the tool's default switching activity, not on a simulated workload.
